$ cat flow/design.v
module Mustang_Lights
(
	input wire RIGHT,
	input wire LEFT,
	input wire HAZ,
	input wire RESET,
	input wire CLK,
	output wire [2:0] LEDR,
	output wire [2:0] LEDL
);
	wire slowCLK;
mustangFSM FSM
(
	.RESET(RESET),
	.CLK(slowCLK),
	.RIGHT(RIGHT),
	.LEFT(LEFT),
	.HAZ(HAZ),
	.lightR(LEDR),
	.lightL(LEDL)
);
mustangCLK CLKDIVIDER
(
	.CLK(CLK),
	.slowCLK(slowCLK)
);
endmodule
module mustangFSM
(
	input wire RIGHT,
	input wire LEFT,
	input wire HAZ,
	input wire RESET,
	input wire CLK,
	output reg [2:0] lightR,
	output reg [2:0] lightL
);
 reg [3:0] State;
 initial begin
 State[3:0] = 4'b0000;
 lightR[2:0] = 3'b000;
 lightL[2:0] = 3'b000;
 end
 always @(posedge CLK)
 begin
	 if(RESET == 1) begin
		State[3:0] = 4'b0000;
		lightR [2:0] = 3'b000;
		lightL [2:0] = 3'b000;
	 end
	 else begin
		case(State)
			default: begin
				lightR [2:0] = 3'b000;
				lightL [2:0] = 3'b000;
				if(HAZ == 0) begin
					State[3:0] = 4'b0001;
				end 
				else begin
					if(RIGHT == 0) begin
						State[3:0] = 4'b0010;
					end 
					if(LEFT == 0) begin
							State[3:0] = 4'b0101;
					end
				end
			end
			4'b0001: begin
				lightR [2:0] = 3'b111;
				lightL [2:0] = 3'b111;
				State[3:0] = 4'b0000;
			end
			4'b0010: begin
				if(HAZ == 0) begin
					State[3:0] = 4'b0001;
				end
				else begin
					lightR [2:0] = 3'b001;
					lightL [2:0] = 3'b000;
					State = State + 1;
				end
			end
			4'b0011: begin
				if(HAZ == 0) begin
					State[3:0] = 4'b0001;
				end
				else begin
					lightR [2:0] = 3'b011;
					lightL [2:0] = 3'b000;
					State = State + 1;
				end
			end
			4'b0100: begin
				if(HAZ == 0) begin
					State[3:0] = 4'b0001;
				end
				else begin
					lightR [2:0] = 3'b111;
					lightL [2:0] = 3'b000;
					State[3:0] = 4'b0000;
				end
			end
			4'b0101: begin
				if(HAZ == 0) begin
					State[3:0] = 4'b0001;
				end
				else begin
					lightR [2:0] = 3'b000;
					lightL [2:0] = 3'b001;
					State = State + 1;
				end
			end
			4'b0110: begin
				if(HAZ == 0) begin
					State[3:0] = 4'b0001;
				end
				else begin
					lightR [2:0] = 3'b000;
					lightL [2:0] = 3'b011;
					State = State + 1;
				end
			end
			4'b0111: begin
				if(HAZ == 0) begin
					State[3:0] = 4'b0001;
				end
				else begin
					lightR [2:0] = 3'b000;
					lightL [2:0] = 3'b111;
					State[3:0] = 4'b0000;
				end
			end
		endcase
	end
end	
endmodule
module mustangCLK
(
	input wire CLK,
	output reg slowCLK
);
reg [22:0] adder;
initial begin
	adder = 23'b00000000000000000000000;
	slowCLK = 0;
end
always @(posedge CLK)
begin
	if(adder == 23'b11111111111111111111111) begin
		slowCLK = ~slowCLK;
		adder = 23'b00000000000000000000000;
	end
	else begin
		adder = adder + 1;
	end
end
endmodule 
module bitgen_Mustang_Lights(
    input clk,               
    input clear,            
    input [9:0] h_counter,   
    input [9:0] v_counter,   
    input right,             
    input left,              
    input haz,               
    output reg [2:0] rgb    
);
parameter SQUARE_WIDTH = 50;
parameter SQUARE_HEIGHT = 50;
parameter H_SPACING = 20;     
parameter GRID_START_X = (640 - (6 * SQUARE_WIDTH + 5 * H_SPACING)) / 2;
parameter GRID_START_Y = (480 - SQUARE_HEIGHT) / 2;
wire [2:0] LEDR;  
wire [2:0] LEDL;  
Mustang_Lights mustang_lights_inst (
    .RIGHT(right),
    .LEFT(left),
    .HAZ(haz),
    .RESET(clear),
    .CLK(clk),      
    .LEDR(LEDR),    
    .LEDL(LEDL)     
);
always @(*) begin
    if (h_counter >= GRID_START_X && h_counter < GRID_START_X + SQUARE_WIDTH &&
        v_counter >= GRID_START_Y && v_counter < GRID_START_Y + SQUARE_HEIGHT) begin
        rgb <= (LEDR[2]) ? 3'b100 : 3'b001;  
    end
    else if (h_counter >= GRID_START_X + SQUARE_WIDTH + H_SPACING &&
             h_counter < GRID_START_X + 2 * SQUARE_WIDTH + H_SPACING &&
             v_counter >= GRID_START_Y && v_counter < GRID_START_Y + SQUARE_HEIGHT) begin
        rgb <= (LEDR[1]) ? 3'b100 : 3'b001;  
    end
    else if (h_counter >= GRID_START_X + 2 * (SQUARE_WIDTH + H_SPACING) &&
             h_counter < GRID_START_X + 3 * SQUARE_WIDTH + 2 * H_SPACING &&
             v_counter >= GRID_START_Y && v_counter < GRID_START_Y + SQUARE_HEIGHT) begin
        rgb <= (LEDR[0]) ? 3'b100 : 3'b001;  
    end
    else if (h_counter >= GRID_START_X + 3 * (SQUARE_WIDTH + H_SPACING) &&
             h_counter < GRID_START_X + 4 * SQUARE_WIDTH + 3 * H_SPACING &&
             v_counter >= GRID_START_Y && v_counter < GRID_START_Y + SQUARE_HEIGHT) begin
        rgb <= (LEDL[0]) ? 3'b100 : 3'b001;  
    end
    else if (h_counter >= GRID_START_X + 4 * (SQUARE_WIDTH + H_SPACING) &&
             h_counter < GRID_START_X + 5 * SQUARE_WIDTH + 4 * H_SPACING &&
             v_counter >= GRID_START_Y && v_counter < GRID_START_Y + SQUARE_HEIGHT) begin
        rgb <= (LEDL[1]) ? 3'b100 : 3'b001;  
    end
    else if (h_counter >= GRID_START_X + 5 * (SQUARE_WIDTH + H_SPACING) &&
             h_counter < GRID_START_X + 6 * SQUARE_WIDTH + 5 * H_SPACING &&
             v_counter >= GRID_START_Y && v_counter < GRID_START_Y + SQUARE_HEIGHT) begin
        rgb <= (LEDL[2]) ? 3'b100 : 3'b001;  
    end
    else begin
        rgb <= 3'b111;   
    end
end
endmodule
$ cat flow/run.sh
#!/bin/bash
# OpenROAD 26Q1-2900-gdf79404cd8, Yosys 0.63+post, stock flow scripts
make -C /OpenROAD-flow-scripts/flow DESIGN_CONFIG=/design/flow/config.mk WORK_HOME=/design/flow/orfs finish
$ cat flow/config.mk
export PLATFORM = sky130hd
export DESIGN_NAME = bitgen_Mustang_Lights
export DESIGN_NICKNAME = bitgen_Mustang_Lights
export VERILOG_FILES = /design/flow/design.v
export SDC_FILE = /design/flow/constraint.sdc
export NUM_CORES = 4
export LEC_CHECK = 1
export CORE_AREA = 10 10 110 110
export DIE_AREA = 0 0 120 120
$ cat flow/constraint.sdc
current_design bitgen_Mustang_Lights

set clk_period 6.4
set clk_io_pct 0.2

create_clock -name clk0 -period $clk_period [get_ports {clk}]

set non_clock_inputs [all_inputs -no_clocks]
set_input_delay [expr $clk_period * $clk_io_pct] -clock clk0 $non_clock_inputs
set_output_delay [expr $clk_period * $clk_io_pct] -clock clk0 [all_outputs]
==> results_slide.txt <==
Physical Implementation Snapshot

Timing
  – RSZ-0062 raised after global routing: false
  – Max Fclk: about 0.21 GHz
  – Post-route minimum period: ~4.8 ns
  – Setup violators final: 0
  – Hold Fails Final Rpt: 0
  – TNS Setup: 0 ns
  – Clk_skew: between 0.006 and 0.007 ns
  – Actual slew at the worst max-slew pin: between 0.6 and 0.7 ns
  – Endpoints left unconstrained: 10
  – Final Cycle Share: 0.7427
  – Hold_ws: 0.4609 ns
  – Slew margin rel.: 0.5781
  – Pins Over Slew Limit: 0
  – Register pins left without a clock: 10

GRT
  – Largest net degree at the start of global routing: 14
  – Initial antenna violation count: 0
  – Global route overflow: 0
  – GRT Overall Usage: 0.05222
  – Gr busiest metal: met2
  – GRT met1 Usage: 0.07415
  – First-pass GRT wire length: about 6.6 mm
  – Vias in the first global route: 1,488
  – Routing usage on met2: 0.08459
  – M3 GR Usage: 0.009519

Synthesis
  – Post-synth seq share: 0.3660
  – Avg Inst Size Synth: slightly below 9 µm²
  – Main flop type: dfxtp_1
  – Yosys top cell area share: 0.3501
  – Synthesis area per yosys: between 1500 and 2000 µm²
  – Mapped cell area: 1887 µm²
  – Top cells by count: 33 x dfxtp_1, 29 x nor2_1, 12 x xnor2_1
  – Number of standard cells reported by yosys: between 200 and 250
  – Registers, synthesis: 34
  – Flip-flops with a built-in enable: 1
  – Top cells, area: dfxtp_1 35%, nor2_1 5.8%, xnor2_1 5.6%
  – Leading area contributor after synthesis: dfxtp_1
  – Synth warn: 3
  – Ys async rst share: 0
  – Most common cell in the synthesized netlist: dfxtp_1
  – Unique masters post-synth: approximately 51
  – Cells after synthesis: about 220

Clocking
  – Post-cts sizing count: 0
  – Post-CTS setup buffer count: 0
  – CTS max path bufs: 2
  – Cts bufs inserted: 3
  – CTS root buf: clkbuf_8
  – TritonCTS clock tree: yes
  – Latency at later pin: 0.26 ns
  – CTS hold repair buffers: 0
  – Htree depth: 1
  – Worst-path clk slew: roughly 0.08 ns

Die
  – Rows: 36
  – Vert. Die Dim: approximately 120 µm
  – Fp util: 0.1930
  – Die area: about 14,000 µm²
  – Ports: 28
  – Core area: approximately 9800 µm²
  – Chip width: around 120 µm

Route
  – DR DRC count: 0
  – Drt first pass iters: 4
  – Drt total wl: 3.861 mm
  – DR vias: ~1,600
  – Final antenna-violating net count: 0
  – Drt initial violations: 119
  – Routed len/inst: 10.27 µm
  – Inserted Diodes: 0
  – Vias per inst: 4.301

Setup path
  – CP max FO: 8
  – Crit start category: input port
  – Worst path arrival time: 3.47 ns
  – Crit Path Class: in2out
  – Critical path required time: approximately 5.1 ns
  – Setup crit end kind: primary output

Job
  – Tool warning count: 29
  – Max Cap Viol: 0

Pwr
  – Power per cell area: 116.1 nW/µm²
  – LEAKAGE: between 0.7 and 0.8 nW
  – Peak VDD IR: ~0.19 mV

Placed design
  – IO Port Bufs: 26
  – Total placed cells including tap cells: around 370
  – HPWL after DPL: about 3.0 mm
  – Placer Congestion: slightly above 0.8

Cells and area
  – Layout cell share with drive strength beyond 1: 0.05350
  – Final cell count without fillers: roughly 380
  – Area growth, synth to finish: 23.54%

Hold path
  – HP Class: reg2reg

Status
  – Status: finished clean
-- layer usage --
metal	vias up	part of all wire
met1	730	0.53
met5	-	0
met3	2	0.037
met4	0	0.0036
met2	35	0.43
li1	850	-
-- final cells by class --
type / count / area, µm²
flip-flops and latches: 34 / 690.7
inverters: 8 / 30.03
repair buffers: 27 / 267.8
multi-input cells: 170 / 1131
clock buffers: 4 / 45.04
well taps: 133 / 166.4
fillers: 1057 / 7443
-- cells in the final DEF (no fill, tap or decap), types with 4 or more instances in the layout --
master	count
a21oi_1	8
inv_1	8
a211oi_1	5
nand4_1	8
nor3_1	6
clkdlybuf4s50_1	26
ha_1	5
xnor2_1	12
nor2_1	29
o211ai_1	4
nand2_1	9
nor2b_1	7
o21ai_0	11
nand3_1	11
o31ai_1	4
dfxtp_1	33
xor2_1	10
-- worst max-delay path, cell delays in order --
cell	delay (ns)
clkdlybuf4s50_1	0.62
nand2_1	0.15
and4b_1	0.21
o21bai_1	0.16
a41oi_1	0.15
o311ai_0	0.36
clkdlybuf4s50_1	0.53
-- power breakdown --
part	leakage [nW]	switching [mW]	internal, mW
Clock	0.0228	0.0428	0.0443
Sequential	0.279	0	0.150
Combinational	0.486	0.0144	0.0190
-- flip-flops by register name, summed over array words and instances, names as in the netlist --
signal and flops:
mustang_lights_inst.FSM.lightR 3, mustang_lights_inst.FSM.lightL 3, mustang_lights_inst.FSM.State 4, mustang_lights_inst.CLKDIVIDER.slowCLK 1, mustang_lights_inst.CLKDIVIDER.adder 23
-- kinds of logic after synthesis --
family	Yosys count	synth area share
simple gates	95	0.2759
compound gates	45	0.1718
flops	34	0.3660
xor+xnor	22	0.1021
buf+inv	14	0.03448
fa+ha+maj	5	0.03316
mux	3	0.01658
-- final timing paths --
check                                                from                                       to  slack (ns)  cells after the start
setup / recovery                             h_counter[5]                                   rgb[2]        1.65                      7
hold / removal    mustang_lights_inst.CLKDIVIDER.adder[8]  mustang_lights_inst.CLKDIVIDER.adder[8]        0.46                      1
setup reg to reg  mustang_lights_inst.CLKDIVIDER.adder[0]  mustang_lights_inst.CLKDIVIDER.adder[3]        4.52                      6
hold reg to reg   mustang_lights_inst.CLKDIVIDER.adder[8]  mustang_lights_inst.CLKDIVIDER.adder[8]        0.46                      1
-- per-stage QoR --
| stage | utilization | worst slack (ns) | instance area [µm²] | total power [mW] |
|---|---|---|---|---|
| after floorplan | - | 2.840 | 1887 | 0.1660 |
| after global placement | 0.2339 | 1.627 | 2286 | 0.1870 |
| after detailed placement | 0.2339 | 1.637 | 2286 | 0.1868 |
| after CTS | 0.2385 | 1.631 | 2331 | 0.2738 |
| after global routing | 0.2385 | 1.443 | 2331 | 0.2836 |
| final | 0.2385 | 1.647 | 2331 | 0.2707 |
Power is estimated from default activity; no workload was simulated.
